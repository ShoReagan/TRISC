==> /design/flow/design.v <==
module twoComp (
	input w,x,y,z,
	output reg a1, b1, c1, d1, e1, f1, g1, a0, b0, c0, d0, e0, f0, g0);
	always @ (w,x,y,z) begin
		case({w,x,y,z})
			4'b0000: {a1, b1, c1, d1, e1, f1, g1, a0, b0, c0, d0, e0, f0, g0} = 14'b11111110000001;  
			4'b0001: {a1, b1, c1, d1, e1, f1, g1, a0, b0, c0, d0, e0, f0, g0} = 14'b11111111001111;
			4'b0010: {a1, b1, c1, d1, e1, f1, g1, a0, b0, c0, d0, e0, f0, g0} = 14'b11111110010010;  
			4'b0011: {a1, b1, c1, d1, e1, f1, g1, a0, b0, c0, d0, e0, f0, g0} = 14'b11111110000110;
			4'b0100: {a1, b1, c1, d1, e1, f1, g1, a0, b0, c0, d0, e0, f0, g0} = 14'b11111111001100;  
			4'b0101: {a1, b1, c1, d1, e1, f1, g1, a0, b0, c0, d0, e0, f0, g0} = 14'b11111110100100; 
			4'b0110: {a1, b1, c1, d1, e1, f1, g1, a0, b0, c0, d0, e0, f0, g0} = 14'b11111110100000;  
			4'b0111: {a1, b1, c1, d1, e1, f1, g1, a0, b0, c0, d0, e0, f0, g0} = 14'b11111110001111; 
			4'b1000: {a1, b1, c1, d1, e1, f1, g1, a0, b0, c0, d0, e0, f0, g0} = 14'b11111100000000;  
			4'b1001: {a1, b1, c1, d1, e1, f1, g1, a0, b0, c0, d0, e0, f0, g0} = 14'b11111100001111; 
			4'b1010: {a1, b1, c1, d1, e1, f1, g1, a0, b0, c0, d0, e0, f0, g0} = 14'b11111100100000;  
			4'b1011: {a1, b1, c1, d1, e1, f1, g1, a0, b0, c0, d0, e0, f0, g0} = 14'b11111100100100; 
			4'b1100: {a1, b1, c1, d1, e1, f1, g1, a0, b0, c0, d0, e0, f0, g0} = 14'b11111101001100;  
			4'b1101: {a1, b1, c1, d1, e1, f1, g1, a0, b0, c0, d0, e0, f0, g0} = 14'b11111100000110; 
			4'b1110: {a1, b1, c1, d1, e1, f1, g1, a0, b0, c0, d0, e0, f0, g0} = 14'b11111100010010;  
			4'b1111: {a1, b1, c1, d1, e1, f1, g1, a0, b0, c0, d0, e0, f0, g0} = 14'b11111101001111;
		endcase
	end
endmodule
==> /design/flow/run.sh <==
#!/bin/bash
# OpenROAD 26Q1-2900-gdf79404cd8, Yosys 0.63+post, stock flow scripts
make -C /OpenROAD-flow-scripts/flow DESIGN_CONFIG=/design/flow/config.mk WORK_HOME=/design/flow/orfs finish
==> /design/flow/config.mk <==
export PLATFORM = sky130hd
export DESIGN_NAME = twoComp
export DESIGN_NICKNAME = twoComp
export VERILOG_FILES = /design/flow/design.v
export SDC_FILE = /design/flow/constraint.sdc
export NUM_CORES = 4
export LEC_CHECK = 1
export CORE_AREA = 10 10 70 70
export DIE_AREA = 0 0 80 80
==> /design/flow/constraint.sdc <==
current_design twoComp

set clk_period 1.0
set clk_io_pct 0.2

create_clock -name clk0 -period $clk_period

set non_clock_inputs [all_inputs -no_clocks]
set_input_delay [expr $clk_period * $clk_io_pct] -clock clk0 $non_clock_inputs
set_output_delay [expr $clk_period * $clk_io_pct] -clock clk0 [all_outputs]
==> results_dict.tcl <==
# place-and-route summary
set metrics [dict create \
    first_pass_iters 2 \
    nClkBuffers 0 \
    critPathKind "in -> out" \
    synth_warnings 1 \
    syn-instance-count 37 \
    crit_start "y" \
    pwr-share-clk_pct 0 \
    ys_seq_share_pct 0 \
    syn_area_per_cell_um2 8.12 \
    worst_ep_required_time_ns 0.80 \
    common_cells "7 x ha_1, 6 x buf_4, 3 x inv_1, 3 x nor2_1" \
    antenna_found_initial 0 \
    fillers 369 \
    core_mm2 0.00342 \
    dieArea_mm2 0.00640 \
    finalSetupViolCount 7 \
    rsz0062_at_grt "true" \
    total_power_w 0.000207 \
    cellLeakagePower_nw 0.265 \
    cp-end-kind "primary output" \
    path_cells "buf_12 -> inv_8 -> buf_6 -> ha_4 -> mux2i_1 -> o22ai_1 -> buf_2" \
    dp_hpwl_um 703 \
    hold_start "w" \
    top_area_share_pct 29.2 \
    wl_per_cell_um 9.07 \
    hold-worst-slack_ns 0.707 \
    start_kind "primary input" \
    yosysUniqueCellTypes 20 \
    area_delta_synth_final_pct 105 \
    yosysMostFrequentCell "ha_1" \
    grt_usage_pct 2.63 \
    dp_slack_ns -1.04 \
    fp-row-count 21 \
    synth_area_um2 300 \
    die_h_um 80 \
    grt_overflow_total 0 \
    regArea_um2 0 \
    top_cells_by_area "ha_1 29%, buf_4 15%, buf_6 7.5%, mux2i_1 6.7%, nor2b_4 4.6%" \
    dp.cells 102 \
    drtAntennaViolNets 0 \
    p_sw_w 0.0000882 \
    dr.first_iter.drc_count 6 \
    fin_crit_sh_pct 114 \
    cts_hold_buf 0 \
    hold_class "in -> out" \
    gp_congestion 0.692 \
    cap_violations 0 \
    grt_start_max_net_pins 10 \
    critPathMaxStageDelay_ns 0.14 \
    cp_max_fo 3 \
    violations "setup timing" \
    maxSlewViolCount 0 \
    fp_util_pct 8.79 \
    vias 298 \
    first_global_vias 294 \
    slowest_stage "ha_4" \
    instances_no_fill 104 \
    grt_pass1_wl_um 1460 \
    intPower_w 0.000119 \
    die-width_um 80 \
    pwr-share-seq_pct 0 \
    ys_area_um2 300 \
    via_per_inst 2.87 \
    ios 18 \
    synth_top_cell_by_area "ha_1" \
    swShare_pct 42.6 \
    setup_slack_ns -0.140 \
    finish.utilization_pct 18.0 \
    hold_viol_final 0 \
    max_freq_mhz 877 \
    wirelength_um 943 \
    tool_warnings 40 \
    numPortBuffers 12 \
    power_density_mw_per_mm2 337 \
    flops 0 \
    fin_crit_ns 1.14 \
    ir_drop_v 0.0000455 \
    diodes 0 \
    status "complete, but fails checks" \
    ys_cells 37 \
    drive_above_1_share_pct 69.0 \
    combPwrFrac_pct 100.0 \
    drc 0 \
    crit_arrival_ns 0.94 \
]
routing by layer:
| metal | share of wire [%] | vias up | GRT usage, % |
|---|---|---|---|
| met5 | 0 | - | 0 |
| met4 | 0 | 0 | 0 |
| met3 | 12 | 0 | 0.795 |
| met2 | 46 | 12 | 4.41 |
| met1 | 42 | 133 | 3.43 |
| li1 | - | 153 | - |
through the flow:
stage	setup TNS [ns]	instance area, um^2
3_5_place_dp	-7.53	504
4_1_cts	-0.635	594
2_1_floorplan	0	319
3_3_place_gp	-7.45	504
5_1_grt	-0.859	614
6_report	-0.527	614
cell type report:
class / count / area [um^2] / area share [%]
Multi-Input combinational cell: 31 / 332 / 54.0
Tap cell: 46 / 57.6 / 9.37
Timing Repair Buffer: 24 / 204 / 33.2
Inverter: 3 / 21.3 / 3.46
worst max-delay path: cells and delay by family:
family                   cells  cell delay, ns
multiplexers                 1            0.14
buffers and inverters        4            0.36
AND-OR/OR-AND                1            0.10
adder cells (fa/ha/maj)      1            0.14
power groups by stage:
stage,registers [W],clock network (W),logic [W]
after CTS,0,0,0.000200
after global routing,0,0,0.000229
final,0,0,0.000207
cell usage in the layout, fill, tap and decap left out, drive strengths merged:
master and instances:
dlygate4sd2 1, nand2 1, inv 3, o21ai 1, conb 6, o211ai 1, a21oi 1, or2 1
a21boi 1, o31ai 1, mux2i 2, nor2 3, nor2b 2, buf 23, ha 7, nand2b 1
o22ai 1, nand3 1, a211oi 1
timing repair:
item,4_1_cts,5_1_grt
resized,72,4
buffers inserted,2,0
pin swaps,6,2
setup endpoints to repair,8,7
worst paths after layout:
| kind | slack (ns) | cells past startpoint | to |
|---|---|---|---|
| max | -0.14 | 7 | a0 |
| min | 0.71 | 3 | a0 |
cell families (layout without fill, tap and decap cells):
family                   Yosys count  after routing  synth area share, %
buffers and inverters             11             27                 26.2
AND/OR/NAND/NOR                    9              9                 18.3
adder cells (fa/ha/maj)            7              7                 29.2
AND-OR/OR-AND                      7              7                 18.3
multiplexers                       2              2                 6.67
other                              1              6                 1.25
Power is estimated from default activity; no workload was simulated.
