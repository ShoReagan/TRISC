**design/flow/config.mk**
```make
export PLATFORM = sky130hd
export DESIGN_NAME = binaryCounter
export DESIGN_NICKNAME = binaryCounter
export VERILOG_FILES = /design/flow/design.v
export SDC_FILE = /design/flow/constraint.sdc
export NUM_CORES = 4
export LEC_CHECK = 1
export CORE_AREA = 10 10 70 70
export DIE_AREA = 0 0 80 80
```
**design/flow/constraint.sdc**
```tcl
current_design binaryCounter

set clk_period 1.1
set clk_io_pct 0.2

create_clock -name clk0 -period $clk_period [get_ports {increment}]

set non_clock_inputs [all_inputs -no_clocks]
set_input_delay [expr $clk_period * $clk_io_pct] -clock clk0 $non_clock_inputs
set_output_delay [expr $clk_period * $clk_io_pct] -clock clk0 [all_outputs]
```
**design/flow/design.v**
```verilog
module binaryCounter #(parameter N=4)
(
	input [N-1:0] D,
	input clear, increment, load,
	output reg [N-1:0] Q
);
	always @ (negedge increment, negedge clear, negedge load) begin
		if(clear == 0)
			Q = 4'b0000;
		else if(load == 0)
			Q = D;
		else
			Q <= Q + 1;
	end
endmodule
```
**design/flow/run.sh**
```bash
#!/bin/bash
# OpenROAD 26Q1-2900-gdf79404cd8, Yosys 0.63+post, stock flow scripts
make -C /OpenROAD-flow-scripts/flow DESIGN_CONFIG=/design/flow/config.mk WORK_HOME=/design/flow/orfs finish
```
==> COMMIT_EDITMSG <==
Update PnR metrics after Yosys + OpenROAD run

- Status: finished, violations left
* Failing checks: negative setup slack
- Count of placed standard cells in the final layout, fillers left out: 82
- Worst-Skew Late Latency: 0.25 ns
- CTS H-tree depth: 1
* Pwr Density: 901 nW/µm²
- Footprint of the multi-input gates: 111 µm²
- After layout, the worst setup slack is -0.593 ns.
* Pre-Repair DR Iteration Count: 2
- The script computed the net switching share of total power as 19.0%.
- Top reg by flops: Q
- Average wire per cell in the routed design: 9.16 µm
- In this run the clock root is driven by a sky130_fd_sc_hd__clkbuf_4.
- Worst Setup End Kind: primary output
* Signed area change from the synthesized netlist to the final layout: 101%
- Post-route ant nets: 0
- The number of antenna diodes in the final layout is 0.
- Total CTS buffers: 3
- Synthesized area per cell: 13.2 µm²
* Switching pwr: 0.0770 mW
- Beginning of the critical path: Q[0]
* P_int: 0.329 mW
- The first global-routing pass estimated 1190 µm of wire.
* DRC Markers: 0
- The detailed router placed 202 vias in this run.
- Aggregate global routing overflow: 0
* Kind of cell adding the most delay to the critical path: flip-flops
- Reported max-cap violation count: 0
* Iter 0 DRT Violations: 1
- Maximum single-stage delay on the critical path: 0.56 ns
* Synth Seq Share: 58.1%
- Initial antenna violation count: 0
- Estimated wirelength of the detail-placed design: 610 µm
* Most numerous logic cell after layout: sky130_fd_sc_hd__dlygate4sd2_1
* Starting utilization of the core area: 6.56%
* Crit path kind: flip-flop to primary output
- Maximum clock insertion buffer count: 2
- In this run the most critical hold path is launched from Q[0].
* Clock-pin slew on the worst setup and hold paths: 0.03 ns
* TritonCTS clock tree: yes
- Max Transition Viols Final: 0
- The data required time reported for the critical path is 0.88 ns.
* Clock tree sinks: 4
* Type of the worst min-delay path: flip-flop to flip-flop
- Most frequently placed logic cells in the final layout: sky130_fd_sc_hd__dlygate4sd2_1, sky130_fd_sc_hd__dfbbn_1, sky130_fd_sc_hd__o21a_1, sky130_fd_sc_hd__nand2_1, sky130_fd_sc_hd__buf_2
* Launching element type of the critical path: flip-flop
- In the final layout, flip-flops and latches occupy 130 µm².
* Cell area after technology mapping: 224 µm²
- Ranked by total cell area, the synthesized netlist is headed by sky130_fd_sc_hd__dfbbn_1, sky130_fd_sc_hd__o21a_1, sky130_fd_sc_hd__nand2_1.
- Total number of placement rows: 21
- After synthesis, the chip area reported by Yosys is 224 µm².
* Ys Warns: 2
- Final estimated routing congestion in global placement: 0.743
- Port Buf Inserts: 10
- Stage-log warning count: 31
- For the pin with the worst max-slew slack, the measured transition is 0.226 ns.
- For this block, the routed nets add up to 751 µm of wire.
- Per the synthesis report, the dominant area consumer among library cells is sky130_fd_sc_hd__dfbbn_1.
- Synthesis handed over a netlist of 17 instances.
- Registers with the most flip-flops: Q: 4 flops
- Setup repair after global routing could not meet its margin everywhere.
- Entering global routing, the biggest net connects 6 pins.
- After detailed placement, the design holds a cell count of 77.
* VDD IR max: 0.000725 V
* Maximum fanout count along the critical path: 2
- Count of state elements after synthesis: 4
- Per the detailed placement report, the placed cell area equals 412 µm².
- Area of the die: 6400 µm²
- Worst hold slack across all endpoints: 0.456 ns
- Per the OpenROAD floorplan log, the area of the core is 3420 µm².
- Final cell area excluding filler cells: 450 µm²
- After synthesis, the netlist uses 8 different library cells.
- The via count of the first global-routing pass is 240.
- Across the routed clock network, the largest skew measured is 0.00522 ns.
- Across every metal layer, demand over resource in global routing totals 2.51%.
- Worst max-slew margin expressed relative to the limit: 84.9%
* Fraction of layout cells with a size suffix above 1: 44.4%
- In the routed layout, each cell is associated on average with a via count of 2.46.
* WP buf/inv: 1
- Yosys top cell area share: 58.1%
- Cell Chain, Critical Path: buf_2
- Startpoint of the most critical register-to-register path: Q[0]
- In the Yosys report the total cell count is 17.
* Number of fill cells in the layout: 395
* Data arrival at the endpoint of the critical path: 1.47 ns
- Logic gate share of total power: 10.1%
- Die width: 80 µm
* Clock share of power: 44.5%
* Die outline height: 80 µm
- In the final report, the number of endpoints failing setup comes to 5.
- On the critical path, the stage with the largest delay is an instance of sky130_fd_sc_hd__dfbbn_1.
- The script extracted a total leakage power of 0.194 nW.
- Sequential cells burn 45.4% of the power.
- Flip-flop count of the largest register, all copies and words added: 4
- Per the final timing report, the hold violations number 0.
* Total I/O pin count: 11
==> worst paths after layout <==
kind / end / slack [ns] / cells after the start
max reg2reg: Q[2] / -0.03 / 3
max in group asynchronous: Q[0] / 0.03 / 2
min in group asynchronous: Q[3] / 0.76 / 2
min: Q[0] / 0.46 / 0
min reg2reg: Q[0] / 0.46 / 0
max: Q[0] / -0.59 / 1
==> metrics by stage <==
stage | setup slack (ns) | TNS (ns) | util, % | power (mW)
2_1_floorplan | -0.213 | -0.833 | - | 0.200
3_3_place_gp | -0.653 | -6.11 | 12.1 | 0.232
3_5_place_dp | -0.659 | -6.35 | 12.1 | 0.234
4_1_cts | -0.603 | -2.41 | 12.7 | 0.414
5_1_grt | -0.631 | -2.55 | 13.2 | 0.430
6_report | -0.593 | -2.39 | 13.2 | 0.406
==> Yosys cell counts <==
cell	number
sky130_fd_sc_hd__dfbbn_1	4
sky130_fd_sc_hd__ha_1	1
sky130_fd_sc_hd__nand2_1	4
sky130_fd_sc_hd__nand3_1	1
sky130_fd_sc_hd__nor2b_4	1
sky130_fd_sc_hd__o21a_1	4
sky130_fd_sc_hd__xnor2_1	1
sky130_fd_sc_hd__xor2_1	1
==> kinds of logic after synthesis <==
logic type               share of synthesized area, %
flip-flops                                       58.1
AND-OR/OR-AND                                    13.4
XOR/XNOR                                         7.82
adder cells (fa/ha/maj)                          5.59
AND/OR/NAND/NOR                                  15.1
==> cell type report <==
| cell class | instances | share of cell area, % |
|---|---|---|
| sequential | 4 | 28.9 |
| timing repair buffer | 16 | 28.6 |
| multi-input combinational | 13 | 24.7 |
| tap | 46 | 12.8 |
| clock buffer | 3 | 5.00 |
==> power by group through the flow <==
stage | Clock (mW) | Combinational, mW | Sequential, mW
after CTS | 0.188 | 0.0409 | 0.184
after global routing | 0.200 | 0.0462 | 0.184
final | 0.181 | 0.0409 | 0.184
==> repair_timing <==
action / in CTS / in global routing
resized: 20 / 4
hold buffers: 0 / 0
buffers inserted: 2 / 2
pin swaps: 0 / 1
endpoints found under the setup margin: 14 / 6
==> metal layers <==
layer  vias up  part of all wire (%)  global-route usage, %
li1        102                     -                      -
met1        85                    65                   4.03
met2        15                    25                   2.41
met3         0                   9.9                   1.82
met4         0                     0                  0.352
met5         -                     0                      0
Power is estimated from default activity; no workload was simulated.
