## run.sh

```bash
#!/bin/bash
# OpenROAD 26Q1-2900-gdf79404cd8, Yosys 0.63+post, stock flow scripts
make -C /OpenROAD-flow-scripts/flow DESIGN_CONFIG=/design/flow/config.mk WORK_HOME=/design/flow/orfs finish
```

## config.mk

```make
export PLATFORM = sky130hd
export DESIGN_NAME = binaryToDecimal
export DESIGN_NICKNAME = binaryToDecimal
export VERILOG_FILES = /design/flow/design.v
export SDC_FILE = /design/flow/constraint.sdc
export NUM_CORES = 4
export LEC_CHECK = 1
export CORE_AREA = 10 10 70 70
export DIE_AREA = 0 0 80 80
```

## constraint.sdc

```tcl
current_design binaryToDecimal

set clk_period 1.1
set clk_io_pct 0.2

create_clock -name clk0 -period $clk_period

set non_clock_inputs [all_inputs -no_clocks]
set_input_delay [expr $clk_period * $clk_io_pct] -clock clk0 $non_clock_inputs
set_output_delay [expr $clk_period * $clk_io_pct] -clock clk0 [all_outputs]
```

## design.v

```verilog
module binaryToDecimal (
	input w,x,y,z,
	output reg a1, b1, c1, d1, e1, f1, g1, a0, b0, c0, d0, e0, f0, g0);
	always @ (w,x,y,z) begin
		case({w,x,y,z})
			4'b0000: {a1, b1, c1, d1, e1, f1, g1, a0, b0, c0, d0, e0, f0, g0} = 14'b11111110000001;  
			4'b0001: {a1, b1, c1, d1, e1, f1, g1, a0, b0, c0, d0, e0, f0, g0} = 14'b11111111001111;
			4'b0010: {a1, b1, c1, d1, e1, f1, g1, a0, b0, c0, d0, e0, f0, g0} = 14'b11111110010010;  
			4'b0011: {a1, b1, c1, d1, e1, f1, g1, a0, b0, c0, d0, e0, f0, g0} = 14'b11111110000110;
			4'b0100: {a1, b1, c1, d1, e1, f1, g1, a0, b0, c0, d0, e0, f0, g0} = 14'b11111111001100;  
			4'b0101: {a1, b1, c1, d1, e1, f1, g1, a0, b0, c0, d0, e0, f0, g0} = 14'b11111110100100; 
			4'b0110: {a1, b1, c1, d1, e1, f1, g1, a0, b0, c0, d0, e0, f0, g0} = 14'b11111110100000;  
			4'b0111: {a1, b1, c1, d1, e1, f1, g1, a0, b0, c0, d0, e0, f0, g0} = 14'b11111110001111; 
			4'b1000: {a1, b1, c1, d1, e1, f1, g1, a0, b0, c0, d0, e0, f0, g0} = 14'b11111110000000;  
			4'b1001: {a1, b1, c1, d1, e1, f1, g1, a0, b0, c0, d0, e0, f0, g0} = 14'b11111110001100; 
			4'b1010: {a1, b1, c1, d1, e1, f1, g1, a0, b0, c0, d0, e0, f0, g0} = 14'b10011110000001;  
			4'b1011: {a1, b1, c1, d1, e1, f1, g1, a0, b0, c0, d0, e0, f0, g0} = 14'b10011111001111; 
			4'b1100: {a1, b1, c1, d1, e1, f1, g1, a0, b0, c0, d0, e0, f0, g0} = 14'b10011110010010;  
			4'b1101: {a1, b1, c1, d1, e1, f1, g1, a0, b0, c0, d0, e0, f0, g0} = 14'b10011110000110; 
			4'b1110: {a1, b1, c1, d1, e1, f1, g1, a0, b0, c0, d0, e0, f0, g0} = 14'b10011111001100;  
			4'b1111: {a1, b1, c1, d1, e1, f1, g1, a0, b0, c0, d0, e0, f0, g0} = 14'b10011110100100;
		endcase
	end
endmodule
```

==> summary.txt <==
CLK BUF: 0
Period utilization: 1.29
Die Size: 0.00640 mm2
Critical setup path kind: in2out
Pre-CTS setup slack: -1190 ps
Die Height: 80 um
DR pass1 iterations: 3
Required time worst endpoint: 880 ps
Detailed Route WL: 911 um
DP HPWL: 772 um
Vias: 303
WL per Instance: 9.02 um
Slack of the critical path: -323 ps
DRT antenna net count: 0
Post-synth area hogs: ha_1 (25%), buf_4 (15%), mux4_2 (15%), mux2i_1 (6.6%), a211oi_2 (4.1%)
Overflow after GRT: 0
Crit path max fanout: 4
I/O pin count: 18
Seq/Total Area, Yosys: 0
Fraction of layout cells with a size suffix above 1: 0.582
Synth Instances: 38
Critical path startpoint category: primary input
Die X-Extent: 80 um
Seq. cell area: 0 um2
# diodes: 0
Unrepaired setup endpoints after global routing: true
Initial antenna violation count: 0
Mapped Area: 305 um2
Vias in the first global route: 327
Drt drc: 0
Area of the core: 0.00342 mm2
Failing checks: negative setup slack
Yosys cell types: 18
Synth area leader: ha_1
Area grow syn2layout: 82.0%
1st-iter DRT viols: 14
Fp util: 0.0894
MaxCap Viol Count: 0
Vias per cell: 3.00
Largest net degree at the start of global routing: 8
OpenROAD warning count: 40
FMAX: 703 MHz
Crit path DAT: 1200 ps
Power Dens Cells: 319 mW/mm2
Worst VDD drop: 0.0000415 V
Placed instance count: 101
Yosys Chip Area: 305 um2
Final Non-Filler Cells: 101
Top cell area share: 0.246
Mean post-synth cell area: 8.03 um2
Critical Path End Type: output port
Buffers on Ports: 13
Max Slew Vio Count: 0
Setup violators final: 7
Number of fill cells: 394
Status: finished, violations left
Minimum clock period: 1420 ps
First-pass GRT wire length: 1.48 mm
Gr usage total: 0.0271
Leakage: 0.244 nW
FF+latch count: 0
Ys cells: 38
Final hold violations: 0
GP Congestion: 0.642
# rows: 21
Count of warnings emitted by yosys: 1
Worst hold path class: in2out
-- layout by cell type, fill, tap and decap left out, types with 2 or more instances in the layout --
cell type	netlist	routed
nand2_1	3	3
inv_12	0	2
buf_6	1	3
mux4_2	2	2
nand2b_1	2	2
buf_2	1	6
dlygate4sd2_1	0	2
mux2i_1	2	2
buf_4	6	6
conb_1	1	5
buf_12	0	2
ha_2	0	4
-- cell type report --
class                      instances  area, um2  area share
tap                               46       57.6       0.104
inverter                           3       36.3      0.0653
timing repair buffer              21        181       0.327
multi-input combinational         31        280       0.505
-- worst max-delay path, cell delays in order --
cell    delay, ps
buf_12        100
inv_12         30
ha_4          250
inv_2          30
mux4_2        440
buf_2         130
-- kinds of logic after synthesis --
kind of cell / after synthesis / synth area share
multiplexers: 4 / 0.213
adder cells (fa/ha/maj): 6 / 0.246
other: 1 / 0.0123
AND/OR/NAND/NOR: 10 / 0.164
buffers and inverters: 11 / 0.238
AND-OR/OR-AND: 6 / 0.127
-- path summary, 6_finish.rpt --
kind	slack, ps	end	cells after the start	from
hold / removal	830	b1	4	x
setup / recovery	-320	d0	6	y
-- repair_timing --
item	in CTS	in global routing
buffers inserted	2	0
endpoints found under the setup margin	9	9
endpoints found under the hold margin	0	0
pin swaps	4	2
hold buffers	0	0
gates resized	50	12
-- synthesized netlist by cell type (all sizes together) --
library cell	instances
a21oi	2
a31oi	1
nor2	2
conb	1
nor2b	1
ha	6
inv	3
o21ai	2
nand2	3
buf	8
or2b	1
nand3	1
mux2i	2
nand2b	2
a211oi	1
mux4	2
-- per-layer routing --
metal / track usage / wire length (um) / vias to the layer above
met4: 0 / 0 / 0
met1: 0.0319 / 330 / 140
li1: - / - / 155
met5: 0 / 0 / -
met2: 0.0522 / 529 / 8
met3: 0.00455 / 51 / 0
-- power breakdown --
group	internal, W	switching [W]	leakage, nW
registers	0	0	0
clock network	0	0	0
logic	0.000105	0.0000724	0.244
total	0.000105	0.0000724	0.244
-- stage by stage --
step	cell area, um2	total power, W	setup TNS, ps	hold slack (ps)	utilization
global placement	544	0.000184	-8630	1600	0.159
finish	556	0.000177	-1520	826	0.163
CTS	554	0.000179	-2350	888	0.162
detailed placement	544	0.000186	-8740	1600	0.159
floorplan	358	0.0000893	-31.4	487	-
global route	556	0.000200	-1940	866	0.163
Power figures rest on the tool's default switching activity, not on a simulated workload.
